[design/flow/config.mk]
export PLATFORM = sky130hd
export DESIGN_NAME = TFI_m
export DESIGN_NICKNAME = TFI_m
export VERILOG_FILES = /design/flow/design.v
export SDC_FILE = /design/flow/constraint.sdc
export NUM_CORES = 4
export LEC_CHECK = 1
export CORE_UTILIZATION = 30
[design/flow/constraint.sdc]
current_design TFI_m

set clk_period 3.8
set clk_io_pct 0.2

create_clock -name clk0 -period $clk_period [get_ports {CLK}]

set non_clock_inputs [all_inputs -no_clocks]
set_input_delay [expr $clk_period * $clk_io_pct] -clock clk0 $non_clock_inputs
set_output_delay [expr $clk_period * $clk_io_pct] -clock clk0 [all_outputs]
[design/flow/design.v]
module contador_ascendente_descendente(
    input wire clk,
    input wire r,
    input wire s,
    output wire [2:0] leds
);
wire D2, D1, D0;
wire Q2, Q1, Q0;
assign D2 = (~r & Q2) | (~s & Q2 & Q0) | (~s & Q2 & Q1) | (s & ~r & Q1 & Q0);
assign D1 = (~r & Q1 & ~Q0) | (~s & Q1 & Q0) | (~s & r & Q2 & ~Q1 & ~Q0) | 
            (s & ~r & ~Q1 & Q0) | (s & ~r & Q2 & Q0);
assign D0 = (~s & ~r & Q0) | (~s & r & Q1 & ~Q0) | (~s & r & Q2 & ~Q0) | 
            (s & ~r & Q2 & Q1) | (s & ~r & ~Q0);
FF_D ffd_2(.D(D2), .clk(clk), .Q(Q2), .Qn());
FF_D ffd_1(.D(D1), .clk(clk), .Q(Q1), .Qn());
FF_D ffd_0(.D(D0), .clk(clk), .Q(Q0), .Qn());     
assign leds = {Q2, Q1, Q0};
endmodule
module FF_D(
    input wire D,
    input wire clk,
    output reg Q = 0,
    output wire Qn
);
    always @(posedge clk) begin
        Q <= D;
    end
    assign Qn = ~Q;
endmodule
module FSM_3FFD_IOCars(
    input wire clk,
    input wire a,  
    input wire b,  
    output wire S, 
    output wire R,  
    output wire Q2,  
    output wire Q1,  
    output wire Q0   
);
    wire D2, D1, D0;  
    assign D2 = (b & Q2 & ~Q1) | (~a & b & ~Q1 & ~Q0) |
                (a & Q2 & Q1 & ~Q0) | (a & Q2 & ~Q1 & Q0);
    assign D1 = (b & ~Q2 & Q1) | (a & b & ~Q2 & Q0) |
                (a & ~b & Q2 & ~Q1 & Q0) | (a & ~b & Q2 & Q1 & ~Q0);
    assign D0 = (~a & b & ~Q2 & Q1) | (a & ~b & ~Q2 & ~Q1) | 
                (a & b & Q2 & ~Q1) | (a & ~b & ~Q2 & ~Q0) |
                (a & b & Q2 & ~Q0);
    FF_D ff2 (.D(D2), .clk(clk), .Q(Q2), .Qn());
    FF_D ff1 (.D(D1), .clk(clk), .Q(Q1), .Qn());
    FF_D ff0 (.D(D0), .clk(clk), .Q(Q0), .Qn());
    assign S = ~a & ~b & ~Q2 & Q1 & Q0;
    assign R = ~a & ~b & Q2 & Q1 & ~Q0;
endmodule
module TFI_m(
  input CLK,
  input BTN1,
  input BTN2,
  output wire LED3,
  output wire LED2,
  output wire LED1,
  output wire LED0
);
  wire sensor_a, sensor_b;
  antirebote_temporal debounce_a (
    .clk(CLK),
    .entrada(BTN1),
    .pulso_valido(sensor_a)
  );
  antirebote_temporal debounce_b (
    .clk(CLK),
    .entrada(BTN2),
    .pulso_valido(sensor_b)
  );
  wire S, R;
  FSM_3FFD_IOCars fsm_sensores (
    .clk(CLK),
    .a(sensor_a),
    .b(sensor_b),
    .S(S),
    .R(R)
  );
  wire [2:0] cuenta_autos;
  contador_ascendente_descendente contador (
    .clk(CLK),
    .r(R),
    .s(S),
    .leds(cuenta_autos)
  );
  assign {LED3, LED2, LED1, LED0} = {1'b0, cuenta_autos};
endmodule
module antirebote_temporal (
    input clk,                  
    input entrada,              
    output reg pulso_valido     
);
    parameter DEBOUNCE_TICKS = 20'd240_000;  
    reg entrada_ant = 0;        
    reg [19:0] tiempo = 0;      
    reg medir = 0;              
    always @(posedge clk) begin  
        if (medir) begin
            if (tiempo < 20'hFFFFF)
                tiempo <= tiempo + 1;
        end
        if (entrada_ant == 1 && entrada == 0) begin
            if (tiempo > DEBOUNCE_TICKS) begin
                pulso_valido <= 1;   
            end else begin
                pulso_valido <= 0;   
            end
            tiempo <= 0;     
            medir <= 1;      
        end else begin
            pulso_valido <= 0;   
        end
        entrada_ant <= entrada;  
    end
endmodule
[design/flow/run.sh]
#!/bin/bash
# OpenROAD 26Q1-2900-gdf79404cd8, Yosys 0.63+post, stock flow scripts
make -C /OpenROAD-flow-scripts/flow DESIGN_CONFIG=/design/flow/config.mk WORK_HOME=/design/flow/orfs finish
==> flow_metrics.env <==
# implementation run metrics
export IMPL_status="finished clean"
export IMPL_cts_root_buf="clkbuf_8"
export IMPL_async_flop_share_pct=0
export IMPL_finalWirelength_mm=5.667
export IMPL_cts_resized=0
export IMPL_io_pins=7
export IMPL_final_layout_size_suffix_gt1_share_pct=5.460
export IMPL_path_cells="clkdlybuf4s50_1 > nand2b_1 > buf_4 > inv_1 > or4b_1 > or3_1 > o211ai_1"
export IMPL_drc_errors=0
export IMPL_edf_count=2
export IMPL_final_cell_mix="dfxtp_1, nand2_1, a21oi_1, nand3_1, inv_1"
export IMPL_comb_area_sq_um=1648
export IMPL_path_clk_slew_ps=90
export IMPL_drt_iter0_markers=109
export IMPL_grt_ovfl_total=0
export IMPL_setup_viol=0
export IMPL_placed_cell_area_sq_um=2988
export IMPL_antennaDiodeCount=0
export IMPL_fmax_mhz=378.7
export IMPL_die_width_microns=99.22
export IMPL_grt_max_degree=22
export IMPL_cts_tree="done"
export IMPL_layout_top_cell="dfxtp_1"
export IMPL_ant_nets=0
export IMPL_wl_per_cell_microns=12.35
export IMPL_antenna_found_initial=0
export IMPL_critPathTopFamily="simple AND/OR/NAND/NOR gates"
export IMPL_netlist_cell_type_count=54
export IMPL_worst_path_buf_inv=3
export IMPL_hold_buffers=0
export IMPL_post_cts_buffers=0
export IMPL_power_density_nw_per_um2=369.1
export IMPL_required_ps=4020
export IMPL_ys_seq_share_pct=37.42
export IMPL_yosys_area_sq_um=2835
export IMPL_finClkSkew_ps=20.30
export IMPL_grt_use_total_pct=12.18
export IMPL_dieArea_sq_um=9844
export IMPL_gp_congestion=0.8119
export IMPL_top_cell_area_share_pct=35.30
export IMPL_slowest_stage="or4b_1"
export IMPL_dr_pass1_iters=4
export IMPL_yosysTopAreaCell="dfxtp_1"
export IMPL_syn_cell_area_sq_um=2835
export IMPL_cts_made_buffers=5
export IMPL_avgSynthCellArea_sq_um=8.171
export IMPL_warnings=27
export IMPL_io_buffers=5
export IMPL_drv_slew=0
export IMPL_synth_flops=52
export IMPL_ys_cells=347
export IMPL_hpwl_mm=3.993
export IMPL_critical_path_max_fanout=20
export IMPL_crit_arrival_ps=2860
export IMPL_area_growth_pct=9.665
export IMPL_setup_tns_ps=0
export IMPL_clockBufferDepth=2
export IMPL_max_stage_delay_ps=570
export IMPL_rsz0062_at_grt="false"
export IMPL_period_used_pct=69.48
export IMPL_regArea_sq_um=1061
export IMPL_ys_flop_type="dfxtp_1"
export IMPL_clock_latency_ps=300
export IMPL_ir_drop_v=0.0001495
export IMPL_fp_coreArea_sq_um=9196
export IMPL_path_class="in2reg"
export IMPL_synthTopCellsByArea="dfxtp_1, nand2_1, mux2i_1"
export IMPL_fp_util_pct=30.83
export IMPL_vias=2534
export IMPL_critPathCaptureType="register"
export IMPL_syn_instance_count=347
export IMPL_tightest_slew_ps=914.2
export IMPL_finalHoldViolCount=0
export IMPL_fill_cells=950
export IMPL_grt_pass1_wl_mm=9.970
export IMPL_hp_class="reg2reg"
export IMPL_maxSlewHeadroom_pct=38.49
export IMPL_period_minus_slack_ps=2640
export IMPL_fin_area_sq_um=3109
export IMPL_rows=35
export IMPL_start_kind="input pin"
export IMPL_maxCapViolCount=0
export IMPL_power_leakage_nw=1.039
export IMPL_grt_pass1_vias=2168
export IMPL_dieHeight_microns=99.22
export IMPL_routed_via_density=5.521
export IMPL_clock_sinks=52
export IMPL_yosys_warnings=2
export IMPL_htree_levels=2
[report_power, final]
| part | switching (mW) | internal (mW) | total, mW |
|---|---|---|---|
| Clock | 0.185 | 0.216 | 0.401 |
| Sequential | 0.0440 | 0.578 | 0.622 |
| Combinational | 0.0606 | 0.0638 | 0.124 |
| Total | 0.290 | 0.858 | 1.15 |
[final cells by class]
class | count | share of cell area, %
clock buffers | 6 | 2.656
clock inverters | 2 | 1.247
inverters | 16 | 1.932
multi-input cells | 263 | 53.00
flip-flops and latches | 52 | 34.12
well taps | 111 | 4.467
repair buffers | 9 | 2.575
[Yosys cell counts, types with 2 or more instances]
master	instances
mux2i_1	13
nand2b_1	14
o21ai_0	11
nand4_1	6
or4_1	14
nand2_1	38
and4_1	2
nor3_1	12
o221ai_1	2
nor4b_1	2
and3_1	8
conb_1	2
a21oi_1	23
a31oi_1	13
o211ai_1	7
o31ai_1	12
o41ai_1	2
a41oi_1	2
nand3_1	19
nor2_1	10
nor4_1	6
a211oi_1	3
edfxtp_1	2
ha_1	4
clkbuf_1	14
o311ai_0	2
or4b_1	2
or3_1	11
dfxtp_1	50
inv_1	16
and2_1	2
[state kept, by name (all words and copies together), names as in the netlist]
register,cells
debounce_a.tiempo,20
debounce_b.tiempo,20
contador.ffd_0.Q,1
contador.ffd_1.Q,1
contador.ffd_2.Q,1
debounce_a.entrada_ant,1
debounce_a.medir,1
debounce_a.pulso_valido,1
debounce_b.entrada_ant,1
debounce_b.medir,1
debounce_b.pulso_valido,1
fsm_sensores.ff0.Q,1
fsm_sensores.ff1.Q,1
fsm_sensores.ff2.Q,1
[cells by family after synthesis]
family | share of synthesized area (%)
adder cells (fa/ha/maj) | 1.765
AND/OR/NAND/NOR | 30.36
flip-flops | 37.42
XOR/XNOR | 0.3090
other | 0.2649
AND-OR/OR-AND | 20.70
multiplexers | 4.589
buffers and inverters | 4.589
[worst min-delay path, cell delays in order, from the launching register on]
cell and delay [ps]:
dfxtp_1 340, nand2_1 60, mux2i_1 50
[metal layers]
layer  track usage [%]  share of wire [%]  vias up
met5                 0                  0        -
met4            0.9050               0.32        0
met3             1.573                3.1        2
met2             18.59                 44       43
met1             19.50                 53     1168
li1                  -                  -     1321
[through the flow]
stage                     util [%]  instances  total power [mW]  setup WS, ps  hold slack, ps
after floorplan                  -        348            0.7182          1840           460.2
after global placement       32.49        451            0.7561         902.2           477.8
after detailed placement     32.49        451            0.7576         858.0           483.8
after CTS                    33.81        459             1.169          1187           495.8
after global routing         33.81        459             1.212          1073           540.4
final                        33.81        459             1.148          1160           491.9
[worst paths after layout]
kind | startpoint | slack [ps] | endpoint | cells after the start
setup / recovery | BTN2 | 1160 | debounce_b.tiempo[5] | 7
hold / removal | debounce_a.tiempo[1] | 490 | debounce_a.tiempo[1] | 2
setup reg to reg | debounce_b.tiempo[1] | 1550 | debounce_b.tiempo[16] | 5
hold reg to reg | debounce_a.tiempo[1] | 490 | debounce_a.tiempo[1] | 2
Power and IR drop assume default switching activity.
