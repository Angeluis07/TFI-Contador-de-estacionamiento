==> design/flow/design.v <==
module contador_ascendente_descendente(
    input wire clk,
    input wire r,
    input wire s,
    output wire [2:0] leds
);
wire D2, D1, D0;
wire Q2, Q1, Q0;
assign D2 = (~r & Q2) | (~s & Q2 & Q0) | (~s & Q2 & Q1) | (s & ~r & Q1 & Q0);
assign D1 = (~r & Q1 & ~Q0) | (~s & Q1 & Q0) | (~s & r & Q2 & ~Q1 & ~Q0) | 
            (s & ~r & ~Q1 & Q0) | (s & ~r & Q2 & Q0);
assign D0 = (~s & ~r & Q0) | (~s & r & Q1 & ~Q0) | (~s & r & Q2 & ~Q0) | 
            (s & ~r & Q2 & Q1) | (s & ~r & ~Q0);
FF_D ffd_2(.D(D2), .clk(clk), .Q(Q2), .Qn());
FF_D ffd_1(.D(D1), .clk(clk), .Q(Q1), .Qn());
FF_D ffd_0(.D(D0), .clk(clk), .Q(Q0), .Qn());     
assign leds = {Q2, Q1, Q0};
endmodule
module FF_D(
    input wire D,
    input wire clk,
    output reg Q = 0,
    output wire Qn
);
    always @(posedge clk) begin
        Q <= D;
    end
    assign Qn = ~Q;
endmodule
module FSM_3FFD_IOCars(
    input wire clk,
    input wire a,  
    input wire b,  
    output wire S, 
    output wire R,  
    output wire Q2,  
    output wire Q1,  
    output wire Q0   
);
    wire D2, D1, D0;  
    assign D2 = (b & Q2 & ~Q1) | (~a & b & ~Q1 & ~Q0) |
                (a & Q2 & Q1 & ~Q0) | (a & Q2 & ~Q1 & Q0);
    assign D1 = (b & ~Q2 & Q1) | (a & b & ~Q2 & Q0) |
                (a & ~b & Q2 & ~Q1 & Q0) | (a & ~b & Q2 & Q1 & ~Q0);
    assign D0 = (~a & b & ~Q2 & Q1) | (a & ~b & ~Q2 & ~Q1) | 
                (a & b & Q2 & ~Q1) | (a & ~b & ~Q2 & ~Q0) |
                (a & b & Q2 & ~Q0);
    FF_D ff2 (.D(D2), .clk(clk), .Q(Q2), .Qn());
    FF_D ff1 (.D(D1), .clk(clk), .Q(Q1), .Qn());
    FF_D ff0 (.D(D0), .clk(clk), .Q(Q0), .Qn());
    assign S = ~a & ~b & ~Q2 & Q1 & Q0;
    assign R = ~a & ~b & Q2 & Q1 & ~Q0;
endmodule
module TFI(
  input CLK,
  input BTN1,  
  input BTN4,  
  output wire LED3,
  output wire LED2,
  output wire LED1,
  output wire LED0
);
wire clk_div;
divisor_1khz div(
  .clk_12mhz(CLK),
  .clk_1khz(clk_div)
);
wire BTN1_debounced;
antirrebote debounce1(
  .clk_slow(clk_div),
  .btn_in(BTN1),
  .btn_stable(BTN1_debounced)
);
wire BTN4_debounced;
antirrebote debounce2(
  .clk_slow(clk_div),
  .btn_in(BTN4),
  .btn_stable(BTN4_debounced)
);
wire s;
wire r;
FSM_3FFD_IOCars fsm(
  .clk(CLK),
  .a(BTN1_debounced),
  .b(BTN4_debounced),
  .S(s),
  .R(r)
);
wire [2:0] leds;
contador_ascendente_descendente contador(
  .clk(CLK),
  .r(r),
  .s(s),
  .leds(leds)
);
assign LED3 = 1'b0;  
assign LED2 = leds[2];
assign LED1 = leds[1];
assign LED0 = leds[0];
endmodule
module antirrebote (
    input clk_slow,        
    input btn_in,          
    output reg btn_stable       
);
    reg q1, q2;
    always @(posedge clk_slow) begin
        q1 <= btn_in;
        q2 <= q1;
        btn_stable <= ~(q2 & q1);  
    end
endmodule
module divisor_1khz (
    input wire clk_12mhz,
    output reg clk_1khz
);
  reg [13:0] contador = 0;  
  always @(posedge clk_12mhz) begin
    if (contador == 11999) begin
      contador <= 0;
      clk_1khz <= ~clk_1khz;  
    end else begin
      contador <= contador + 1;
    end
  end
endmodule
==> design/flow/run.sh <==
#!/bin/bash
# OpenROAD 26Q1-2900-gdf79404cd8, Yosys 0.63+post, stock flow scripts
make -C /OpenROAD-flow-scripts/flow DESIGN_CONFIG=/design/flow/config.mk WORK_HOME=/design/flow/orfs finish
==> design/flow/config.mk <==
export PLATFORM = sky130hd
export DESIGN_NAME = TFI
export DESIGN_NICKNAME = TFI
export VERILOG_FILES = /design/flow/design.v
export SDC_FILE = /design/flow/constraint.sdc
export NUM_CORES = 4
export LEC_CHECK = 1
export CORE_AREA = 10 10 87 87
export DIE_AREA = 0 0 97 97
==> design/flow/constraint.sdc <==
current_design TFI

set clk_period 2.0
set clk_io_pct 0.2

create_clock -name clk0 -period $clk_period [get_ports {CLK}]

set non_clock_inputs [all_inputs -no_clocks]
set_input_delay [expr $clk_period * $clk_io_pct] -clock clk0 $non_clock_inputs
set_output_delay [expr $clk_period * $clk_io_pct] -clock clk0 [all_outputs]
==> qor.yml <==
run_status:
  outcome: "finished, final reports clean"
global_routing:
  grt.total_usage_pct: 3.53
  number_of_antenna_violations_at_the_first_check_in_global_routing: 0
  use_met2_pct: 5.52
  grt_pass1_wl_mm: 2.97
  gr_overflow_total: 0
  via_count_of_the_first_global_routing_pass: 685
  global_route.peak_usage_layer: "met2"
  grt_use_met1_pct: 4.58
  groute.layer.met3.usage_pct: 1.58
  grt_max_degree: 13
power_and_ir_drop:
  powerDensity_mw_per_mm2: 542
  fin_total_pwr_mw: 0.700
  irDropWorstVdd_mv: 0.178
  power_leakage_nw: 0.469
drt:
  route.antenna.remaining_nets: 0
  number_of_design_rule_violations_left_after_detail_routing: 0
  dr_total_vias: 760
  antennaDiodeCount: 0
  drtPass1Iterations: 4
  avgViaCountPerCell: 3.98
  first_iter_violations: 42
  wl_per_cell_um: 8.78
  finalWirelength_mm: 1.68
logic_synthesis:
  post_synth_ao_oa_area_fraction_pct: 11.0
  post_synth.cell_area_avg_um2: 9.95
  yosys_most_used_dff: "dfxtp_1"
  synth_stat.cells: 113
  xors_xnors_by_area_pct: 7.79
  synth.area.mux_share_pct: 1.78
  number_of_flops_mapped_to_enable_cells_by_yosys: 1
  yosys.area_share.simple_pct: 24.6
  post_synthesis_cells: 113
  synth.logic.top_family: "simple AND/OR/NAND/NOR gates"
  mappedNetlistArea_mm2: 0.00112
  async_reset_ff_share_pct: 0
  postSynthSeqShare_pct: 48.9
  ys_warn_count: 3
  synth.cellmix.adderShare_pct: 1.11
  yosys-stat-area_mm2: 0.00112
  synth.lib_cells_used.distinct: 42
  yosys_register_bits: 27
worst_hold_path:
  min-delay-path-class: "reg2reg"
  min-delay-start: "div.contador[0]$_SDFF_PN0_"
final_timing:
  register_pins_left_without_a_clock: 6
  worst_clock_skew_ns: 0.00370
  timing.setup.tns_ns: 0
  relSlewSlack_pct: 62.9
  unconstrained_endpoints: 6
  timing_worst_slew_pin_value_ns: 0.555
  postLayoutSetupSlackWorst_ns: 0.335
  setup_violations: 0
  timing.final.max_slew_violations: 0
  max_freq_mhz: 601
  final_min_period_over_clock_period_pct: 83.2
  grt_setup_unrepaired: "no"
  hold_viol_final: 0
  finalCriticalPeriod_ns: 1.66
floorplanning:
  dieHeight_um: 97
  boundaryPins: 7
  overall_chip_area_mm2: 0.00941
  placementRows: 27
  die-width_um: 97
  core_area_mm2: 0.00564
  floorplan.initialDensity_pct: 19.9
critical_path:
  cp_data_arrival_time_ns: 1.26
  cp.buffers_inverters: 1
  rr_startpoint: "div.contador[8]$_SDFF_PN0_"
  worst_setup_path_start_kind: "flip-flop"
  slowest_delay_ns: 0.52
  cp_slowest_cell: "clkdlybuf4s50_1"
  cp.required_ns: 1.60
  critical_path.cell_chain: "clkdlybuf4s50_1"
  kind_of_end_point_of_the_critical_path: "primary output"
  critPathKind: "reg2out"
  worstPathMaxFanout: 9
  cp-startpoint: "contador.ffd_1.Q$_DFF_P_"
  cpLargestDelayFamily: "buffers and inverters"
flow_run:
  openroad_warnings: 25
  cap_viol_max_count: 0
clock_network:
  cts_max_path_buffers: 2
  clock_insertion_delay_worst_skew_ns: 0.26
  cts_made_buffers: 3
  post_cts.repair.setup_buffers: 0
  ctsResizeCount: 0
  clockRootBuffer: "clkbuf_8"
  h-tree-depth: 1
  tritoncts: "built"
  clkSlewWorstSetupHoldPaths_ns: 0.08
  cts-hold-fix-buffers: 0
cells_and_area:
  area.growth.synth_to_final_pct: 14.8
  flop_area_um2: 551
  post_route_cells_drive_above_1_share_pct: 7.56
  layout.area.comb_um2: 524
  fillerInstances: 592
place:
  globalplace.congestion: 0.755
  pre_cts_slack_ns: 0.348
  port_buffers: 5
  place.detailed.hpwl_mm: 1.22
## sequential cells by signal, summed over array words and instances (netlist names)
signal                count
contador.ffd_1.Q          1
debounce2.btn_stable      1
contador.ffd_0.Q          1
fsm.ff2.Q                 1
debounce1.q2              1
debounce2.q1              1
fsm.ff1.Q                 1
contador.ffd_2.Q          1
div.contador             14
debounce1.q1              1
div.clk_1khz              1
fsm.ff0.Q                 1
debounce2.q2              1
debounce1.btn_stable      1
## power breakdown
group	switching, mW	internal, mW	total (mW)
clock	0.137	0.139	0.276
sequential	0	0.421	0.421
combinational	0.000420	0.00332	0.00374
total	0.137	0.563	0.700
## logic make-up (layout without fill, tap and decap cells)
| group | after synthesis | after routing |
|---|---|---|
| AND/OR/NAND/NOR | 45 | 45 |
| AND-OR/OR-AND | 17 | 17 |
| XOR/XNOR | 10 | 10 |
| buffers and inverters | 10 | 16 |
| adder cells (fa/ha/maj) | 1 | 1 |
| other | 1 | 1 |
| multiplexers | 2 | 2 |
| flip-flops | 27 | 27 |
## cells in the mapped netlist, types with 2 or more instances
cell / instances / area share (%)
a22o_1: 2 / 1.6
nand3_1: 6 / 2.7
nand4_1: 2 / 1.1
nor2_1: 8 / 2.7
nor3b_1: 2 / 1.3
dfxtp_1: 26 / 46
mux2i_1: 2 / 1.8
xor2_1: 4 / 3.1
a31oi_1: 2 / 1.1
a21oi_1: 3 / 1.3
inv_1: 6 / 2.0
nor3_1: 5 / 2.2
nand2b_1: 3 / 1.7
nand3b_1: 2 / 1.3
nand2_1: 6 / 2.0
xnor2_1: 6 / 4.7
nor2b_1: 3 / 1.7
## worst paths after layout
check / end / slack, ns / cells past startpoint
worst max-delay path: LED1 / 0.34 / 1
worst min-delay path: div.contador[0]$_SDFF_PN0_ / 0.46 / 1
worst max register to register: div.contador[11]$_SDFF_PN0_ / 0.34 / 4
worst min register to register: div.contador[0]$_SDFF_PN0_ / 0.46 / 1
## metal layers
metal  routed length [um]  part of all wire [%]
met1                  877                    52
met2                  698                    42
met3                   88                   5.2
met4                   13                  0.78
met5                    0                     0
## layout make-up
cell class	instances	area share, %
clock inverters	1	0.388
multi-input cells	76	40.6
clock buffers	3	3.20
flip-flops and latches	27	42.6
inverters	6	1.74
repair buffers	6	4.46
well taps	72	6.98
## placed cells by master, fill, tap and decap left out, drive strengths merged, types with 2 or more instances in the layout
cell type      instances
nor3                   5
nor2b                  3
mux2i                  2
nand3b                 2
nor3b                  2
nor4b                  2
a22o                   2
a31oi                  2
a21oi                  3
nor2                   8
clkbuf                 3
nand2b                 3
xor2                   4
inv                    6
o21ai                  2
dfxtp                 26
clkdlybuf4s50          5
nand3                  6
xnor2                  6
nand4                  2
nand2                  6
## metrics by stage
stage               utilization [%]  instances  hold WS [ns]  area [um^2]
finish                         22.9        191         0.455         1290
global placement               22.1        187         0.435         1240
global route                   22.9        191         0.467         1290
detailed placement             22.1        187         0.444         1240
floorplan                         -        113         0.417         1120
CTS                            22.9        191         0.455         1290
No activity file was given, so power comes from the tool's default toggle rates.
